`run.sh`:
```
#!/bin/bash
# OpenROAD 26Q1-2900-gdf79404cd8, Yosys 0.63+post, stock flow scripts
make -C /OpenROAD-flow-scripts/flow DESIGN_CONFIG=/design/flow/config.mk WORK_HOME=/design/flow/orfs finish
```
`config.mk`:
```
export PLATFORM = sky130hd
export DESIGN_NAME = mux_4_1
export DESIGN_NICKNAME = mux_4_1
export VERILOG_FILES = /design/flow/design.v
export SDC_FILE = /design/flow/constraint.sdc
export NUM_CORES = 4
export LEC_CHECK = 1
export CORE_AREA = 10 10 84 84
export DIE_AREA = 0 0 94 94
```
`design.v`:
```
`timescale 1ns / 1ps
module mux_4_1(
    input [31:0] a , b , c , d ,
    input [1:0] select ,
    output reg [31:0] res
);
    always@(*)
    begin
    res = (select[1])?  ((select[0])?  d : c ) : ((select[0])?  b : a );
    end 
endmodule
```
`constraint.sdc`:
```
current_design mux_4_1

set clk_period 1.5
set clk_io_pct 0.2

create_clock -name clk0 -period $clk_period

set non_clock_inputs [all_inputs -no_clocks]
set_input_delay [expr $clk_period * $clk_io_pct] -clock clk0 $non_clock_inputs
set_output_delay [expr $clk_period * $clk_io_pct] -clock clk0 [all_outputs]
```
==> GITHUB_STEP_SUMMARY <==
## PnR job results

| Metric | Value |
|---|---|
| Run status | complete, but fails checks |
| Failing checks | negative setup slack |
| Worst path max stage delay | 500 ps |
| Met2 track demand over resource | 23.16% |
| Chip height | 94 microns |
| DR DRC count | 0 |
| Max-slew headroom | 87.23% |
| FMAX | 0.6660 GHz |
| Final hold violation count | 0 |
| Min-Delay Path Class | in -> out |
| Arrival time worst endpoint | 1200 ps |
| FF/Latch Area | 0 sq um |
| Biggest area cells | mux4_2, buf_12, mux4_1, buf_2, buf_6 |
| Setup Total Neg Slack | -1.788 ps |
| Logic area | 720.7 sq um |
| FP Rows | 26 |
| Core box area | 5205 sq um |
| RSZ-0062 raised after global routing | true |
| Mean Syn Cell Area | 20.89 sq um |
| Synthesis area per yosys | 814.5 sq um |
| Vias/cell | 4.389 |
| Synth-to-Final Area Change | 188.5% |
| Drt pass-1 iters | 4 |
| Max-slew violation count | 0 |
| P_leak | 1.124 nW |
| Number of global-route vias before repair | 1,423 |
| Critical path, cell by cell | buf_16, buf_12, mux4_2, buf_2 |
| Total power | 570.8 uW |
| WL/cell | 21.99 microns |
| Top-count cell post-synth | mux4_2 |
| Setup CP Type | in -> out |
| M1 GR Usage | 14.09% |
| Setup Viol. Count Final | 2 |
| IO buf count | 162 |
| Synthesized cell area | 814.5 sq um |
| Placed cells | 267 |
| ANT nets after route | 0 |
| Synth cell count leaders | mux4_2, buf_12, buf_2 |
| Crit path launch type | input pin |
| Worst Path Buf+Inv | 3 |
| Fp_density | 15.65% |
| Worst VDD drop | 131.2 uV |
| WHS Endpoint | res[25] |
| Final GP Congestion | 0.8131 |
| Hold depth | 3 |
| Pin count of the biggest net entering global routing | 17 |
| Initial antenna violation count | 2 |
| First-pass GRT wire length | 8.583 mm |
| Area share of the largest cell type after synthesis | 82.95% |
| Drt total wl | 6.048 mm |
| Die Area | 8836 sq um |
| HP Start | a[25] |
| Via count of the routed design | 1,207 |
| Cell family with most CP delay | multiplexers |
| Remaining Overflow, GRT | 0 |
| Crit end category | output port |
| WP data required | 1200 ps |
| Slowest CP cell | mux4_2 |
| Grt met3 use | 6.866% |
| Max FO, Critical Path | 6 |
| Seq/Total Area, Yosys | 0% |
| P per Cell Area | 242.9 nW/um^2 |
| Finished Layout Cells | 275 |
| Measured slew at the worst slew-check pin | 191.6 ps |
| Log Warnings | 34 |
| Final worst setup slack | -1.585 ps |
| Yosys warning tally | 1 |
| Synthesized instance count | 39 |
| Chip Width | 94 microns |
| Distinct lib cells | 5 |
| Fin crit period | 1502 ps |
| Yosys Instances | 39 |
| CLK BUF | 0 |
| Setup bufs post-CTS | 0 |
| Tot GR Track Use | 12.94% |
| First DRT Iteration DRCs | 16 |
| Num ports | 162 |
| Dpl hpwl | 5.068 mm |
| Cycle use final | 100.1% |
| Max cap viols | 0 |
| Fillers | 526 |
| Synth area leader | mux4_2 |
| DP Worst Slack | -614.0 ps |
| GRT Max-Usage Layer | met2 |
| Layout sequential cell count | 0 |
| Layout cells sized above 1 | 36.95% |
==> final cells by class <==
| type | count | area share [%] |
|---|---|---|
| Multi-Input combinational cell | 32 | 30.67 |
| Antenna cell | 2 | 0.2130 |
| Tap cell | 70 | 3.727 |
| Timing Repair Buffer | 171 | 65.39 |
==> through the flow <==
stage / hold slack, ps / instance area [sq um] / utilization (%)
floorplan: 686.4 / 814.5 / -
global placement: 1607 / 2492 / 47.88
detailed placement: 1601 / 2492 / 47.88
CTS: 1090 / 2326 / 44.69
global route: 1105 / 2350 / 45.14
finish: 1087 / 2350 / 45.14
==> power by group <==
group	switching, mW	leakage, nW	internal, mW	total (mW)
Combinational	0.149	1.12	0.422	0.571
Sequential	0	0	0	0
Clock	0	0.0000127	0.000000178	0.000000178
==> cell usage in the layout, fill, tap and decap left out <==
master,n
dlygate4sd2_1,128
buf_2,33
mux4_2,32
buf_16,6
buf_12,3
diode_2,2
clkbuf_16,1
==> tightest hold or removal path: cells and delay by family <==
| family | cells | cell delay (ps) |
|---|---|---|
| buffers and inverters | 2 | 280 |
| multiplexers | 1 | 210 |
==> worst max-delay path by stage <==
stage             start      end  slack, ps  cells past startpoint
CTS           select[0]   res[8]        -20                      4
global route  select[0]  res[13]        -50                      4
finish        select[0]   res[3]         -2                      4
==> what timing repair did <==
item,CTS,global route
gates resized,245,2
hold buffers,0,0
hold endpoints to repair,0,0
gates cloned,5,1
endpoints found under the setup margin,32,29
==> cell families after synthesis <==
group    count (synthesis)  synth area share [%]
mux                     32                 89.40
buf+inv                  7                 10.60
==> routing by layer <==
metal / routed length (microns) / vias to the layer above
met3: 839 / 0
li1: - / 541
met2: 3123 / 100
met1: 2086 / 566
met4: 0 / 0
met5: 0 / -
Power is estimated from default activity; no workload was simulated.
